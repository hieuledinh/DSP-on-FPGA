**design.v**
```verilog
module my_DFF (
    clk,
    reset_n,
    data_in,
    data_delayed
);
  parameter N = 24;
  input clk, reset_n;
  input logic signed [N-1:0] data_in;
  output logic signed [N-1:0] data_delayed;
  always_ff @(posedge clk or negedge reset_n) begin
    if (!reset_n) begin
      data_delayed <= 0;
    end else begin
      data_delayed <= data_in;
    end
  end
endmodule
```
**run.sh**
```bash
#!/bin/bash
# OpenROAD 26Q1-2900-gdf79404cd8, Yosys 0.63+post, stock flow scripts
make -C /OpenROAD-flow-scripts/flow DESIGN_CONFIG=/design/flow/config.mk WORK_HOME=/design/flow/orfs finish
```
**config.mk**
```make
export PLATFORM = sky130hd
export DESIGN_NAME = my_DFF
export DESIGN_NICKNAME = my_DFF
export VERILOG_FILES = /design/flow/design.v
export SDC_FILE = /design/flow/constraint.sdc
export NUM_CORES = 4
export LEC_CHECK = 1
export CORE_AREA = 10 10 71 71
export DIE_AREA = 0 0 81 81
```
**constraint.sdc**
```tcl
current_design my_DFF

set clk_period 1.0
set clk_io_pct 0.2

create_clock -name clk0 -period $clk_period [get_ports {clk}]

set non_clock_inputs [all_inputs -no_clocks]
set_input_delay [expr $clk_period * $clk_io_pct] -clock clk0 $non_clock_inputs
set_output_delay [expr $clk_period * $clk_io_pct] -clock clk0 [all_outputs]
```
==> results.json <==
{
  "fin_cells": 126,
  "sequentialPowerShare_pct": 56.1,
  "slew_headroom_pct": 91.2,
  "ys_ff": 24,
  "logic_gates": 0,
  "cts_tree": "yes",
  "grt_pass1_vias": 479,
  "finalMaxSlewViolations": 0,
  "largest_area_cell": "dfrtp_1",
  "wl_per_cell_um": 12.8,
  "grt_usage_pct": 4.93,
  "cpPeakStageDelay_ps": 370,
  "layout.area.comb_um2": 0,
  "dr.pass1.iters": 2,
  "drt-total-wl_um": 1610,
  "p_leak_nw": 0.510,
  "power.density_nw_per_um2": 1660,
  "syn_area_um2": 601,
  "synthArstFlopShare_pct": 100,
  "grt_pass1_wl_um": 2500,
  "gr-total-overflow": 0,
  "yosysMostFrequentCell": "dfrtp_1",
  "ant_nets": 0,
  "drcViolationCount": 0,
  "place.gp.congestion": 0.712,
  "die-area_um2": 6560,
  "synth-main-ff-cell": "dfrtp_1",
  "path_delay_family": "flip-flops",
  "crit_type": "reg2out",
  "ys_cells": 24,
  "setup_viol": 0,
  "cp_max_fo": 1,
  "power_frac_clock_pct": 35.1,
  "insertedDiodeCount": 0,
  "yosys_area_um2": 601,
  "yosysUniqueCellTypes": 1,
  "dp_cells": 122,
  "hold_class": "in2async",
  "cpMaxStageDelayCell": "dfrtp_1",
  "initCoreUtil_pct": 16.5,
  "area_growth_pct": 84.2,
  "period_used_pct": 94.0,
  "clk_pin_slew_ps": 80,
  "htree_levels": 1,
  "ios": 50,
  "core_um2": 3630,
  "worstPathCellList": "buf_2",
  "ir_worst_vdd_mv": 0.557,
  "avgViaCountPerCell": 3.16,
  "fmax_mhz": 1060,
  "cts_max_path_buffers": 2,
  "numCtsBuffers": 3,
  "dp_slack_ps": 12.0,
  "grt_setup_unrepaired": "false",
  "yosysSeqAreaShare_pct": 100,
  "pwr-share-comb_pct": 8.8,
  "top_register": "data_delayed",
  "yosysWarnings": 1,
  "fp.dieW_um": 81,
  "cts.sinks": 24,
  "top_cell_area_share_pct": 100,
  "p_sw_uw": 340,
  "worst_slew_pin_slew_ps": 132,
  "postCtsSetupBuffers": 0,
  "p_sw_share_pct": 18.6,
  "vias": 398,
  "syn_area_per_cell_um2": 25.0,
  "crit_arrival_ps": 740,
  "synthCells": 24,
  "status": "finished clean",
  "ys_top_cells_by_area": "dfrtp_1 (100%)",
  "grt_antenna_before_repair": 0,
  "cp-start-kind": "flip-flop",
  "period_minus_slack_ps": 940,
  "die_y_um": 81,
  "crit_path_end_kind": "output port",
  "numPortBuffers": 49,
  "setup_ws_ps": 59.6,
  "largestRegisters": "data_delayed (24)",
  "hold_buffers": 0,
  "drive_gt1_share_pct": 37.2,
  "required_ps": 800,
  "tool_warnings": 25,
  "synth-edff-count": 0,
  "drtIter0Drc": 6,
  "post_cts_resized": 72,
  "intPower_mw": 1.49,
  "dp_hpwl_um": 1300,
  "fillers": 377,
  "finalSetupTns_ps": 0,
  "largest_reg_flops": 24,
  "finalHoldViolations": 0,
  "crit_buf_inv": 1,
  "max-cap-violations": 0,
  "grt_max_degree": 25,
  "top_cells_by_count": "dfrtp_1 (24)",
  "row_count": 22,
  "cts-root-buf": "clkbuf_8"
}
## stage by stage
stage | total power [mW] | util (%) | area [um^2] | hold WS (ps)
2_1_floorplan | 1.04 | - | 601 | -95.6
3_3_place_gp | 1.26 | 32.2 | 1170 | 566
3_5_place_dp | 1.27 | 32.2 | 1170 | 565
4_1_cts | 1.89 | 30.4 | 1110 | 270
5_1_grt | 1.94 | 30.4 | 1110 | 279
6_report | 1.83 | 30.4 | 1110 | 278
## logic make-up (layout without fill, tap and decap cells)
logic type / after synthesis / after routing / share of synthesized area (%)
buffers and inverters: 0 / 54 / 0
flip-flops: 24 / 24 / 100
## area by class of cell
class                 count  area [um^2]  share of cell area [%]
Sequential cell          24          601                    54.3
Timing Repair Buffer     50          390                    35.3
Tap cell                 48         60.1                    5.43
Clock buffer              4         55.1                    4.98
## worst max-delay path by stage
| stage | slack, ps | to | from | cells after the start |
|---|---|---|---|---|
| CTS | 40 | data_delayed[0] | data_delayed[0] | 1 |
| global route | 8 | data_delayed[6] | data_delayed[6] | 1 |
| finish | 60 | data_delayed[0] | data_delayed[0] | 1 |
## cell usage in the layout, fill, tap and decap left out
cell type         n
dfrtp_1          24
buf_2            24
clkdlybuf4s50_1  25
buf_12            1
clkbuf_8          4
## power by group through the flow
stage	logic, mW	registers (mW)	clock network (mW)
global route	0.183	1.03	0.721
CTS	0.170	1.03	0.690
finish	0.162	1.03	0.642
## per-layer routing
| metal | global-route usage [%] | share of wire (%) | up-vias |
|---|---|---|---|
| met4 | 1.04 | 0.87 | 0 |
| met3 | 3.23 | 16 | 2 |
| li1 | - | - | 179 |
| met1 | 5.85 | 37 | 189 |
| met5 | 0 | 0 | - |
| met2 | 7.40 | 46 | 28 |
Power figures rest on the tool's default switching activity, not on a simulated workload.
