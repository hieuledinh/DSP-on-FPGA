### /design/flow/run.sh
#!/bin/bash
# OpenROAD 26Q1-2900-gdf79404cd8, Yosys 0.63+post, stock flow scripts
make -C /OpenROAD-flow-scripts/flow DESIGN_CONFIG=/design/flow/config.mk WORK_HOME=/design/flow/orfs finish
### /design/flow/config.mk
export PLATFORM = sky130hd
export DESIGN_NAME = fir_filter
export DESIGN_NICKNAME = fir_filter
export VERILOG_FILES = /design/flow/design.v
export SDC_FILE = /design/flow/constraint.sdc
export NUM_CORES = 4
export LEC_CHECK = 1
export CORE_UTILIZATION = 40
### /design/flow/constraint.sdc
current_design fir_filter

set clk_period 12.5
set clk_io_pct 0.2

create_clock -name clk0 -period $clk_period [get_ports {clk}]

set non_clock_inputs [all_inputs -no_clocks]
set_input_delay [expr $clk_period * $clk_io_pct] -clock clk0 $non_clock_inputs
set_output_delay [expr $clk_period * $clk_io_pct] -clock clk0 [all_outputs]
### /design/flow/design.v
module fir_filter #(
    parameter TAPS = 5
) (
    input logic clk,
    input logic rst_n,
    input logic signed [23:0] din,   
    output logic signed [23:0] dout   
);
  logic signed [23:0] coeff[TAPS-1:0];   
  logic signed [23:0] delay_line[TAPS-1:0];
  logic signed [47:0] acc;   
  initial begin
    coeff[0] = 24'h001000;   
    coeff[1] = 24'h002000;
    coeff[2] = 24'h004000;
    coeff[3] = 24'h002000;
    coeff[4] = 24'h001000;
  end
  always_ff @(posedge clk or negedge rst_n) begin
    if (!rst_n) begin
      acc <= 48'd0;
    end else begin
      acc <= 48'd0;
      for (int i = 0; i < TAPS; i++) begin
        if (i == 0) delay_line[i] <= din;
        else delay_line[i] <= delay_line[i-1];
        acc <= acc + (coeff[i] * delay_line[i]);
      end
      dout <= acc[47:24];   
    end
  end
endmodule
==> results.tsv <==
metric	value	unit
outcome	completed	
Via density	4.98	
VDD IR max	0.000124	V
layout cells sized above 1	7.26	%
Final Power	0.00261	W
Synth Area per Inst	15.2	µm²
max frequency	0.217	GHz
HPWL Detailed	8.11	mm
Worst-Margin Slew	803	ps
n_diodes	0	
CP Launch Point	delay_line[4][23]	
CTS tree	yes	
Total GRT Usage	12.5	%
crit path kind	flip-flop to flip-flop	
dominant register cell	edfxtp_1	
I/O pins	50	
slowest stage delay, CP	490	ps
# fillers	1728	
hold crit path type	flip-flop to flip-flop	
Std-Cell Rows	53	
cells in synth_stat.txt	567	
total routed wirelength	12.1	mm
gr ovfl total	0	
Post-Route Setup TNS	0	ps
post-CTS sizing	0	
fp util	40.9	%
first-pass GRT wire length	20.9	mm
clk latency of the worst-skew pair	420	ps
Max Fanout on Critical Path	25	
Critical Path End Type	flip-flop	
critical path's most frequent cell	ha_1	
Seq share, synth	60.8	%
HP Start	delay_line[1][17]	
Unique cell types	55	
via count	4593	
Die X-Extent	149	µm
Rel. slew slack	46.0	%
root buf cell	clkbuf_16	
Clock transition at path regs	80	ps
drt drc	0	
port buffer count	49	
First-pass DRT Iterations	4	
initial antenna violation count	0	
cell count after synthesis	567	
final setup violation count	0	
Clock Skews	12.1	ps
post-synthesis async set-or-reset flop share	20.0	%
count of clock tree sinks	180	
R2R Setup Slk	7880	ps
Lkg Pwr	4.05	nW
Die ar.	22100	µm²
number of global-route vias before repair	4429	
die height	149	µm
Slew Limit Fails	0	
CP cell instances	buf_4 -> ha_1 -> inv_1 -> fa_1 -> inv_1 -> ha_1 -> ha_1 -> fa_1 -> ha_1 -> ha_1 -> a211oi_1 -> nand2_1 -> o21ai_1 -> or4b_1 -> a21oi_1 -> a211oi_1 -> xnor2_1	
slowest cell on the critical path	or4b_1	
count of tool warnings	27	
Max Cap Violations	0	
clock buffer depth	2	
Mapped Area	8590	µm²
htree depth	4	
Post-DRT Antenna Nets	0	
RePlAce Congestion	0.864	
type of origin of the critical path	flip-flop	
Buf/Inv on CP	3	
period utilization	36.9	%
pin count of the biggest net entering global routing	75	
EDFF count, synth	144	
Top Family by Delay on Critical Path	adder cells	
P per Cell Area	259	nW/µm²
Routed WL per cell	13.1	µm
post-CTS setup buffer count	0	
RSZ-0062 raised after global routing	false	
Core ar.	21000	µm²
Ys Warns	2	
Chip Area, Yosys	8590	µm²
final hold violation count	0	
Yosys reg bits	180	
Area Overhead vs Synth	17.1	%
Worst Path Arrival	4920	ps
CP required	12810	ps
Num CTS Buffers	17	
crit path time final	4620	ps
Initial DRC Count	266	
worst r2r src	delay_line[4][23]	
count of hold-fix buffers inserted at cts	0	
==> where the power goes <==
part,switching [W],leakage [nW],internal (W)
Sequential,0.0000470,1.83,0.000791
Combinational,0.000700,1.92,0.000529
Clock,0.000267,0.302,0.000276
Total,0.00101,4.05,0.00160
==> Yosys cell counts, drive strengths merged (10+ instances only) <==
library cell  instances  area share (%)
nor2                 16            0.70
nor3                 12            0.83
xnor2                22             2.2
nand2                22            0.96
dfrtp                36              10
fa                   13             3.0
xor2                 10             1.0
inv                  24             1.0
a21oi                37             2.2
o21ai                23             1.3
ha                  128              19
edfxtp              144              50
==> final timing paths <==
| path | endpoint | depth (start not counted) |
|---|---|---|
| setup / recovery | acc[44] | 17 |
| hold / removal | delay_line[2][17] | 0 |
| setup reg to reg | acc[44] | 17 |
| hold reg to reg | delay_line[2][17] | 0 |
| max in group asynchronous | acc[39] | 2 |
| min in group asynchronous | acc[27] | 1 |
==> area by class of cell <==
class | instances | area [µm²] | share of cell area [%]
Clock inverter | 15 | 200 | 1.99
Sequential cell | 180 | 5230 | 51.9
Timing Repair Buffer | 52 | 514 | 5.11
Multi-Input combinational cell | 359 | 3260 | 32.4
Tap cell | 275 | 344 | 3.42
Inverter | 24 | 90.1 | 0.896
Clock buffer | 17 | 425 | 4.23
==> state kept, by name, indices dropped and copies added (netlist names) <==
| signal | count |
|---|---|
| acc | 36 |
| delay_line | 120 |
| dout | 24 |
==> cell usage in the layout (no fill, tap or decap), types with 10 or more instances in the layout <==
master,count
clkbuf_16,17
xnor2_1,22
nor3_1,11
inv_1,24
fa_1,13
nand2_1,22
nor2_1,16
dfrtp_1,36
o21ai_0,16
a21oi_1,37
ha_1,128
xor2_1,10
clkdlybuf4s50_1,48
edfxtp_1,144
==> cell families after synthesis <==
family / count (synthesis) / share of synthesized area, %
AND/OR/NAND/NOR: 84 / 5.46
AND-OR/OR-AND: 102 / 7.56
buffers and inverters: 28 / 1.25
flip-flops: 180 / 60.8
adder cells (fa/ha/maj): 141 / 21.7
XOR/XNOR: 32 / 3.26
==> through the flow <==
| step | instance area, µm² | worst slack, ps | hold WS [ps] | cells | util, % |
|---|---|---|---|---|---|
| detailed placement | 9430 | 7880 | 405 | 890 | 44.9 |
| global placement | 9430 | 7930 | 401 | 890 | 44.9 |
| global route | 10100 | 7510 | 421 | 922 | 47.9 |
| finish | 10100 | 7880 | 416 | 922 | 47.9 |
| floorplan | 8590 | 7930 | 400 | 567 | - |
| CTS | 10100 | 7840 | 421 | 922 | 47.9 |
==> worst reg2reg max path: cells and delay by family, from the launching register on <==
family	cells	cell delay (ps)
adder cells (fa/ha/maj)	7	2360
AND/OR/NAND/NOR	2	580
XOR/XNOR	1	140
AND-OR/OR-AND	4	720
flip-flops	1	320
buffers and inverters	3	400
==> metal layers <==
layer,GRT usage [%],wire length (µm),up-vias
li1,-,-,2303
met1,21.9,6120,2210
met2,17.7,5390,73
met3,2.88,469,7
met4,1.19,114,0
met5,0,0,-
Power is estimated from default activity; no workload was simulated.
